### flow/constraint.sdc
current_design counter_neg

set clk_period 1.2
set clk_io_pct 0.2

create_clock -name clk0 -period $clk_period [get_ports {CLK}]

set non_clock_inputs [all_inputs -no_clocks]
set_input_delay [expr $clk_period * $clk_io_pct] -clock clk0 $non_clock_inputs
set_output_delay [expr $clk_period * $clk_io_pct] -clock clk0 [all_outputs]
### flow/design.v
module counter_neg(CLK,RST,Num);
    input CLK,RST;
    output reg [3:0] Num;
    always @(posedge CLK)
    begin
        if(RST==0)
            Num <= 4'b1001;
        else if(Num==4'b0)
            Num <= 4'b1001;
        else
            Num <= Num-4'b0001;
    end
endmodule
### flow/config.mk
export PLATFORM = sky130hd
export DESIGN_NAME = counter_neg
export DESIGN_NICKNAME = counter_neg
export VERILOG_FILES = /design/flow/design.v
export SDC_FILE = /design/flow/constraint.sdc
export NUM_CORES = 4
export LEC_CHECK = 1
export CORE_AREA = 10 10 70 70
export DIE_AREA = 0 0 80 80
### flow/run.sh
#!/bin/bash
# OpenROAD 26Q1-2900-gdf79404cd8, Yosys 0.63+post, stock flow scripts
make -C /OpenROAD-flow-scripts/flow DESIGN_CONFIG=/design/flow/config.mk WORK_HOME=/design/flow/orfs finish
==> CHANGELOG.md <==
## Implementation

* Yosys chip area at 175 um^2
* Largest registers: Num (4)
* Clock Tree Buf Depth at 2
* Post-synth ARST share at 0%
* Die footprint at 0.00640 mm^2
* Die Height at 80 um
* Min Hold Slack at 0.516 ns
* Post-synth top cells: dfxtp_1, inv_1, o21ai_0
* Drt pass-1 iters at 4
* GP Congestion at between 0.6 and 0.7
* Peak VDD IR at between 0.0002 and 0.00025 V
* Crit path capture type: flop
* Number of H-tree levels at 1
* TritonCTS Buffers at 3
* DR vias/cell at between 2 and 2.5
* Dominant cell area share at 45.7%
* Status: complete, no violations
* Cell area leaders: dfxtp_1, inv_1, ha_1
* Routed wire length per instance at approximately 6.9 um
* Fill cells at between 400 and 500
* GRT Total Usage at 1.83%
* Worst r2r src: Num[0]
* Fin crit share at 89.6%
* Ys cells at 19
* Skew-Pair Late Insertion Delay at 0.24 ns
* 1st-iter DRT viols at 13
* Crit path time final at 1.08 ns
* Max-slew headroom at a little over four fifths
* Leading area contributor after synthesis: dfxtp_1
* EDFF count, synth at 0
* Slew @ Worst Pin at 0.238 ns
* Final Slew Violations at 0
* Diodes inserted at 0
* CTS tree: yes
* Detail Route Antenna Nets at 0
* Pin count of the biggest net entering global routing at 5
* Combinational Area at between 80 and 90 um^2
* Sw frac at roughly a quarter
* Reg with most FFs: Num
* Unique masters post-synth at 12
* Tightest Hold Check Type: reg -> reg
* Post-route DRC at 0
* Storage cell area at approximately 85 um^2
* Worst r2r path cells at 5
* Row cnt at 21
* Count of input and output buffers at 5
* Fin. Hold Viols at 0
* CP Data Arrival Time at 1.18 ns
* Leakage power figure at 0.122 nW
* Placed Cells at 72
* Cell Area, Synth at about 180 um^2
* Worst path required time at 1.31 ns
* Chip width at approximately 80 um
* Gate power share at 21.6%
* Max Fclk at 0.930 GHz
* R2r setup slk at 0.12 ns
* Max Cap Viol at 0
* Worst R2R End: Num[3]
* Initial core utilization at 5.13%
* Setup TNS at 0 ns
* Net Switching at 0.105 mW
* Gr ovfl total at 0
* Initial antenna violation count at 0
* Cell count after synthesis at 19
* CTS clk-pin slew, worst paths at 0.04 ns
* Worst Setup Start Kind: flop
* WS Path Type: reg -> reg
* CTS root buf: clkbuf_4
* Syn_area_per_cell at 9.22 um^2
* First-pass GRT wire length at 828 um
* Main synth FF type: dfxtp_1
* Vias in the first global route at 187
* Clk_skew at 0.00173 ns
* Yosys warnings at 1
* Internal power at roughly 0.32 mW
* Crit Path Max Fanout at 4
* Layout Cells excl Fill at 75
* Area Overhead vs Synth at 84.3%
* Post-place instance area at 298 um^2
* Synth Seq Share at a little under half
* Hold Crit Start: Num[0]
* CORE AREA at 0.00342 mm^2
* PD cells at ~1300 mW/mm^2
* Share of layout cells above drive strength 1 at 37.9%
* Final instance area at ~320 um^2
* Total Power at ~0.42 mW
* Largest register FFs at 4
* IO Pins at 6
* Post-CTS setup repair buffer count at 0
* # setup viols final at 0
* CTS Sinks at 4
* RSZ-0062 raised after global routing: false
* Tool Warnings at 25
* Via Count at 169
* WHS Path Cells at 2
* Flops after synth at 4
* Clock share of power at around 39%
* End of the worst hold path: Num[0]
* CTS Hold Bufs at 0
* Seq pwr share at 39.1%
* Drt total wl at just over 500 um
-- cell type report --
| cell class | count | share of cell area, % |
|---|---|---|
| sequential | 4 | 26.4 |
| multi-input combinational | 11 | 25.6 |
| timing repair buffer | 7 | 18.6 |
| tap | 46 | 17.8 |
| clock buffer | 3 | 6.98 |
| inverter | 4 | 4.65 |
-- worst max-delay path by stage --
stage	startpoint	to	cells past startpoint
4_1_cts	Num[0]	Num[3]	5
5_1_grt	Num[0]	Num[3]	5
6_report	Num[0]	Num[3]	5
-- power groups by stage --
| stage | sequential (mW) | clock, mW | combinational, mW |
|---|---|---|---|
| CTS | 0.166 | 0.173 | 0.0892 |
| finish | 0.166 | 0.166 | 0.0915 |
| global route | 0.169 | 0.184 | 0.107 |
-- stage by stage --
stage | utilization, % | setup slack, ns
after floorplan | - | 0.155
after global placement | 8.72 | 0.0458
after detailed placement | 8.72 | 0.0334
after CTS | 9.38 | 0.0812
after global routing | 9.45 | 0.00111
final | 9.45 | 0.125
-- logic make-up after synthesis --
family / Yosys count / share of synthesized area, %
and+or+nand+nor: 5 / 18.6
buffers and inverters: 4 / 8.57
DFF: 4 / 45.7
AOI/OAI and AO/OA: 5 / 20.0
adders and majority gates: 1 / 7.14
-- cells in the final DEF (no fill, tap or decap) --
master,Yosys,layout
nand3b_1,1,1
clkbuf_4,0,3
dfxtp_2,0,4
and2_1,1,1
clkdlybuf4s50_1,0,1
o21ai_0,2,2
o21bai_1,1,1
nor4b_1,1,1
nor2_1,1,1
a21oi_1,1,1
o31ai_2,1,1
dlygate4sd2_1,0,4
buf_4,0,2
inv_1,4,4
ha_2,0,1
or2_1,1,1
-- critical path, cell delays in order, from the launching register on --
cell and delay, ns:
dfxtp_2 0.34, inv_1 0.06, ha_2 0.20, o21bai_1 0.16, a21oi_1 0.11, o21ai_0 0.08
-- per-layer routing --
| layer | share of wire [%] | GRT usage, % |
|---|---|---|
| met5 | 0 | 0 |
| met1 | 39 | 1.54 |
| met4 | 0 | 0.352 |
| met3 | 35 | 3.41 |
| met2 | 25 | 1.93 |
-- repair_timing --
action                     in CTS  in global routing
resized                         8                  1
setup endpoints to repair       4                  1
pin swaps                       0                  1
Power is estimated from default activity; no workload was simulated.
